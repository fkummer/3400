==> flow/design.v <==
module inputGenerator(
clk,
X_COORD,
Y_COORD,
VALUE,
ENABLE,
reset,
click
);
input			clk;
input			reset;
input 		click;
output	[3:0]	X_COORD;
output	[3:0]	Y_COORD;
output	[1:0] VALUE;
output	ENABLE;
reg 		[3:0] X_COORD;
reg		[3:0] Y_COORD;
reg		ENABLE;
reg		[23:0] counter;
wire		[1:0] VALUE;
assign VALUE = 2'b01;
always @(posedge clk) begin
		if(reset) begin
			counter=24'b0;
			X_COORD=4'b0;
			Y_COORD=4'b0;
		end else begin
			counter <= counter-24'b1;
			if(counter==16'd0) begin
				ENABLE <= 1'b1;
				if(X_COORD==4'b1010) begin
					X_COORD <= 4'b0;
					if(Y_COORD == 4'b1000) begin
						Y_COORD <= 4'b0000;
					end else begin
						Y_COORD <= Y_COORD+4'b01;
					end
				end else begin
					X_COORD <= X_COORD+4'b1;
				end
			end else begin
				ENABLE <= 1'b0;
			end
		end
end
endmodule
==> flow/run.sh <==
#!/bin/bash
# OpenROAD 26Q1-2900-gdf79404cd8, Yosys 0.63+post, stock flow scripts
make -C /OpenROAD-flow-scripts/flow DESIGN_CONFIG=/design/flow/config.mk WORK_HOME=/design/flow/orfs finish
==> flow/config.mk <==
export PLATFORM = sky130hd
export DESIGN_NAME = inputGenerator
export DESIGN_NICKNAME = inputGenerator
export VERILOG_FILES = /design/flow/design.v
export SDC_FILE = /design/flow/constraint.sdc
export NUM_CORES = 4
export LEC_CHECK = 1
export CORE_UTILIZATION = 30
==> flow/constraint.sdc <==
current_design inputGenerator

set clk_period 8.5
set clk_io_pct 0.2

create_clock -name clk0 -period $clk_period [get_ports {clk}]

set non_clock_inputs [all_inputs -no_clocks]
set_input_delay [expr $clk_period * $clk_io_pct] -clock clk0 $non_clock_inputs
set_output_delay [expr $clk_period * $clk_io_pct] -clock clk0 [all_outputs]
==> impl_metrics.csv <==
group,metric,value,unit
status,status,"completed",
power,leakage,0.0006746,µW
clocking,holdBufCountCts,0,
synth,syn_avg_cell_area,9.235,µm²
clocking,post_cts_buffers,0,
grt,grt_overflow,0,
worst_setup_path,cp-end-kind,"output port",
die,fp.dieW,76.65,µm
sta,worstMarginPinSlew,0.5794,ns
grt,grt_usage,0.1147,
power,power_density,318.7,mW/mm²
worst_setup_path,critPathLaunchType,"flip-flop",
worst_setup_path,crit_arrival,1.23,ns
synth,syn_area,0.001672,mm²
worst_setup_path,cpLargestDelayFamily,"buffers and inverters",
worst_setup_path,critical_path_class,"flip-flop to output port",
route,wl_per_cell,11.68,µm
clocking,clk_latency,0.28,ns
route,final_antenna_net_count,0,
synth,ys_ff,33,
flow_run,max_cap_violations,0,
die,fp-utilization,0.3192,
worst_setup_path,worst-path-buf-inv,1,
power,combPwrFrac,0.403,
finish,syn_to_final_growth,14.60,%
sta,finalCriticalPeriod,2.932,ns
grt,grt_max_degree,34,
sta,final_max_slew_viol_count,0,
placement,dp.cells,256,
clocking,numCtsBuffers,5,
worst_setup_path,crit_chain,"clkdlybuf4s50_1",
route,drt_iter0_drc,109,
grt,grt_pass1_wl,5492,µm
clocking,cts_max_level,2,
finish,layout_top_cell,"dfxtp_1",
placement,port_buffers,10,
route,diodes,0,
synth,yosys_cells,181,
sta,setup_viol,0,
synth,ys_types,47,
grt,grt_antenna_before_repair,0,
clocking,postCtsResizedCells,0,
power,intPower,362.0,µW
sta,slew_headroom,0.6128,
worst_setup_path,crit_path_top_delay_cell,"clkdlybuf4s50_1",
flow_run,openroad.warnings,28,
placement,gp_congestion,0.7485,
power,swShare,0.4071,
grt,grt_pass1_vias,1253,
sta,tns,0,ns
finish,final_cell_mix,"32 x dfxtp_1, 20 x nor2_1, 15 x a21oi_1",
finish,final_util,0.3657,
die,dieArea,0.005874,mm²
sta,fin_ws,5.568,ns
worst_setup_path,required,6.80,ns
power,seq_power_share,0.406,
clocking,clkSinkCount,33,
clocking,cts-root-buf,"clkbuf_8",
finish,final_cells,263,
sta,skew,0.001835,ns
synth,yosysWarnings,1,
power,p_clk_frac,0.191,
placement,preCtsSetupSlack,5.482,ns
sta,hold_slack,0.4702,ns
sta,finalCritPeriodShare,0.3450,
hold_path,hold_class,"flip-flop to flip-flop",
route,viasPerCell,5.065,
synth,edf_count,1,
clocking,clockBufferDepth,2,
synth,synth_seq_share,0.4012,
route,routed-via-count,1332,
synth,yosysChipArea,0.001672,mm²
sta,max_freq,341.0,MHz
worst_setup_path,max_stage_delay,0.50,ns
synth,postSynthCellCount,181,
synth,synth-async-reset-ratio,0,
power,p_switching,248.5,µW
clocking,clk_pin_slew,0.06,ns
die,io_pins,14,
power,peakVddDrop,0.1147,mV
die,num_rows,26,
route,drc,0,
sta,hold_viol_final,0,
sta,rsz0062_at_grt,"no",
route,wl,3073,µm
route,firstDrtPassIters,4,
synth,synthFlopType,"dfxtp_1",
placement,hpwl,2084,µm
worst_setup_path,critPathMaxFanout,8,
die,core,0.005238,mm²
die,die_y,76.65,µm
finish,nFillCells,527,
clocking,cts_tree,"done",
finish,drive_gt1_frac,0.1036,
flip-flops by register name (all words and copies together) (netlist names):
register	flops
ENABLE	1
X_COORD	4
counter	24
Y_COORD	4
final timing paths:
| kind | startpoint | to | slack (ns) | depth (start not counted) |
|---|---|---|---|---|
| worst min-delay path | counter[0] | counter[0] | 0.47 | 1 |
| worst max-delay path | X_COORD[0] | X_COORD[0] | 5.57 | 1 |
| worst max register to register | counter[0] | counter[14] | 6.43 | 6 |
| worst min register to register | counter[0] | counter[0] | 0.47 | 1 |
worst reg2reg max path, delay by kind of cell, from the launching register on:
kind	cells	cell delay [ns]
AOI/OAI and AO/OA	1	0.16
adders and majority gates	1	0.20
buffers and inverters	1	0.08
DFF	1	0.33
and+or+nand+nor	3	1.24
cell usage after synthesis (3+ instances only):
cell,count,area [µm²]
nand4_1,5,31.28
dfxtp_1,32,640.6
nor4_4,3,63.81
nand3_1,8,40.04
nand2_1,5,18.77
inv_1,8,30.03
or3_1,5,31.28
nor2_1,20,75.07
xor2_1,9,78.83
ha_1,4,50.05
or4_1,8,60.06
o21ai_0,6,30.03
a21oi_1,15,75.07
o31ai_1,7,52.55
routing by layer:
| metal | GRT usage | vias to the layer above | routed length [µm] |
|---|---|---|---|
| li1 | - | 687 | - |
| met1 | 0.1634 | 624 | 1646 |
| met2 | 0.1874 | 14 | 1287 |
| met3 | 0.02190 | 7 | 91 |
| met4 | 0.01731 | 0 | 48 |
| met5 | 0 | - | 0 |
power groups by stage:
stage     registers [µW]  clock network [µW]  logic [µW]
6_report             248                 117         246
5_1_grt              255                 128         281
4_1_cts              248                 123         245
area by class of cell:
cell class | instances | area, µm² | area share
tap | 70 | 87.58 | 0.04572
inverter | 8 | 30.03 | 0.01568
multi-input combinational | 134 | 933.4 | 0.4873
sequential | 33 | 670.6 | 0.3501
timing repair buffer | 11 | 107.6 | 0.05617
clock buffer | 7 | 86.33 | 0.04507
per-stage QoR:
stage,cell area (µm²),total power (µW)
2_1_floorplan,1672,443.2
3_3_place_gp,1829,490.8
3_5_place_dp,1829,494.7
4_1_cts,1916,615.9
5_1_grt,1916,663.5
6_report,1916,610.5
cell families after synthesis:
group	share of synthesized area
adders and majority gates	0.02994
and+or+nand+nor	0.3144
xor gates and xnor gates	0.05764
muxes	0.006736
AOI/OAI and AO/OA	0.1452
DFF	0.4012
buffers and inverters	0.04042
other	0.004493
Power is estimated from default activity; no workload was simulated.
