`design/flow/run.sh`:
```
#!/bin/bash
# OpenROAD 26Q1-2900-gdf79404cd8, Yosys 0.63+post, stock flow scripts
make -C /OpenROAD-flow-scripts/flow DESIGN_CONFIG=/design/flow/config.mk WORK_HOME=/design/flow/orfs finish
```
`design/flow/config.mk`:
```
export PLATFORM = sky130hd
export DESIGN_NAME = VGAlogic
export DESIGN_NICKNAME = VGAlogic
export VERILOG_FILES = /design/flow/design.v
export SDC_FILE = /design/flow/constraint.sdc
export NUM_CORES = 4
export LEC_CHECK = 1
export CORE_UTILIZATION = 50
```
`design/flow/constraint.sdc`:
```
current_design VGAlogic

set clk_period 3.5
set clk_io_pct 0.2

create_clock -name clk0 -period $clk_period [get_ports {CLOCK_50}]

set non_clock_inputs [all_inputs -no_clocks]
set_input_delay [expr $clk_period * $clk_io_pct] -clock clk0 $non_clock_inputs
set_output_delay [expr $clk_period * $clk_io_pct] -clock clk0 [all_outputs]
```
`design/flow/design.v`:
```
module VGADriver (
	CLOCK,
	PIXEL_COLOR_IN,
	PIXEL_X,
	PIXEL_Y,
	PIXEL_COLOR_OUT,
	H_SYNC_NEG,
	V_SYNC_NEG
);
input CLOCK;  
input  [7:0] PIXEL_COLOR_IN;  
output [9:0] PIXEL_X;  
output [9:0] PIXEL_Y;  
output [7:0] PIXEL_COLOR_OUT;  
output       H_SYNC_NEG;  
output       V_SYNC_NEG;  
reg  [9:0] pixel_count;
reg  [9:0] line_count;
assign PIXEL_X    = pixel_count;
assign PIXEL_Y    = line_count;
assign PIXEL_COLOR_OUT = (pixel_count<(352) && (line_count<288))
									? (PIXEL_COLOR_IN) : (8'b00000000) ;  
assign H_SYNC_NEG = (pixel_count>=656 && pixel_count<752) ? (1'b0) : (1'b1);  
assign V_SYNC_NEG = (line_count>=490 && line_count<492) ? (1'b0) : (1'b1);  
always @(posedge CLOCK) begin
	if (pixel_count == (795-1)) begin
		pixel_count <= 0;
		if (line_count == (525-1)) begin
		line_count <= 0;
	end else begin
		line_count <= line_count + 1;
	end
	end else begin
		pixel_count <= pixel_count + 1;
		line_count <= line_count;
	end
end
endmodule
module VGAlogic(
	CLOCK_50,
	KEY,
	GPIO,
	GPIO_IN, 
	GPIO_1,
	GPIO_1_IN
);
input 		          		CLOCK_50;
input 		     [1:0]		KEY;
inout 		    [33:0]		GPIO;
input 		     [1:0]		GPIO_IN;
inout				 [33:0]		GPIO_1;
input				  [1:0]		GPIO_1_IN;
reg CLOCK_25;
wire [9:0] PIXEL_COORD_X;
wire [9:0] PIXEL_COORD_Y;
wire [7:0] PIXEL_COLOR;
wire reset;
wire [1:0] pixel_in;
wire [7:0] pixel_r_index;
wire [7:0] pixel_w_index;
wire [1:0] pixel_out;
wire pixel_wen;
wire [3:0]	pixel_w_x;
wire [3:0]	pixel_w_y;
VGADriver driver(
	.CLOCK(CLOCK_25),
	.PIXEL_COLOR_IN(PIXEL_COLOR),
	.PIXEL_X(PIXEL_COORD_X),
	.PIXEL_Y(PIXEL_COORD_Y),
	.PIXEL_COLOR_OUT({GPIO[9],GPIO[11],GPIO[13],GPIO[15],GPIO[17],GPIO[19],GPIO[21],GPIO[23]}),
	.H_SYNC_NEG(GPIO[7]),
	.V_SYNC_NEG(GPIO[5])
);
blockArray pixelArray(
	.clk(CLOCK_50),
	.r_index(pixel_r_index),
	.w_index(pixel_w_index),
	.value(pixel_in),
	.w_en(pixel_wen),
	.out(pixel_out),
	.reset(reset)
);
dataInput arduino(
	.CLOCK_50(CLOCK_50),
	.DATA_IN({GPIO_1[20],GPIO_1[21],GPIO_1[18],GPIO_1[19],GPIO_1[16],GPIO_1[17],GPIO_1[14],GPIO_1[15],GPIO_1[12],GPIO_1[13]}),
	.ENABLE_IN(GPIO_1[9]),
	.X_COORD(pixel_w_x),
	.Y_COORD(pixel_w_y),
	.VALUE(pixel_in),
	.ENABLE_OUT(pixel_wen),
	.RESET(reset)
);
assign pixel_w_index [7:4] = pixel_w_x;
assign pixel_w_index [3:0] = pixel_w_y;
assign pixel_r_index[7:4] = PIXEL_COORD_X[8:5];  
assign pixel_r_index[3:0] = PIXEL_COORD_Y[8:5];
always @(posedge CLOCK_50) begin
	CLOCK_25 <= ~CLOCK_25;  
end
assign reset = ~KEY[0];
blockFormat Formatter(
	.X_COORD(PIXEL_COORD_X),
	.Y_COORD(PIXEL_COORD_Y),
	.value(pixel_out),
	.color(PIXEL_COLOR)
);
endmodule
module blockArray (
	clk,
	r_index,
	w_index,
	value,
	w_en,
	out,
	reset
);
input clk;
input [7:0] r_index;  
input [7:0] w_index;  
input [1:0] value;  
input			reset;
input w_en;  
output [1:0] out;  
reg [1:0] array[255:0];  
reg [1:0] pre_out;  
integer i;
always @(posedge clk) begin
	if (reset) begin
		for(i=0; i<255; i=i+1) begin
			array[i] <= 2'b0;
		end
	end else begin
		if (w_en == 1) begin  
			array[w_index] <= value;
		end
	end
end
assign out = array[r_index];  
endmodule
module blockFormat(
	X_COORD,
	Y_COORD,
	value,
	color
);
input 	[9:0] 	X_COORD;
input 	[9:0]		Y_COORD;
input		[1:0]		value;
output	[7:0]		color;
assign color = (X_COORD[9]==1  ) ?  8'b000_000_00 :  
			(value == 2'b00)? 8'b110_000_01:  
			(value == 2'b01)? 8'b001_011_11 :
			(value == 2'b10)? ((X_COORD[5]==0) ? ((Y_COORD[5]==0)? 
			(((5'd12<=X_COORD[4:0])&&(X_COORD[4:0]<=5'd19))? 8'b000_111_00 :
				(((5'd12<=Y_COORD[4:0])&&(Y_COORD[4:0]<=5'd19))? 8'b000_111_00: 8'b001_011_11)) :
				(((5'd12<=X_COORD[4:0])&&(X_COORD[4:0]<=5'd19))? 8'b000_111_00 : 8'b001_011_11)) : 
				(((5'd12<=Y_COORD[4:0])&&(Y_COORD[4:0]<=5'd19))? 8'b000_111_00: 8'b001_011_11))
				:
					8'b101_101_00;
endmodule
module dataInput(
CLOCK_50,
DATA_IN,
ENABLE_IN,
X_COORD,
Y_COORD,
VALUE,
ENABLE_OUT,
RESET
);
input			CLOCK_50;
input	[9:0] DATA_IN;  
input 		ENABLE_IN;  
input			RESET;
output [3:0] 	X_COORD;  
output [3:0] 	Y_COORD;
output [1:0] 	VALUE;  
output			ENABLE_OUT;
reg		state;  
wire		ENABLE_OUT;  
wire		RESET;
assign X_COORD = DATA_IN[9:6];
assign Y_COORD = DATA_IN[5:2];
assign VALUE = DATA_IN[1:0];
assign ENABLE_OUT = ENABLE_IN;
endmodule
```
==> reports/highlights.md <==
Clock tree
• 53 — number of buffers added by the clock tree synthesis step
• sky130_fd_sc_hd__clkbuf_16 — clock tree root driver cell
• 0 — number of hold buffers added after CTS
• 2 — H-Tree Depth
• 3 — Clock Path Buffers

Yosys
• sky130_fd_sc_hd__edfxtp_1 — Most common reg cell
• 0% — async set-or-reset flop fraction in the synthesized netlist
• 522 — post-synth tally of flip-flops with integrated enable
• 12.27% — share of cell area taken by muxes after synthesis
• 0.02511 sq mm — cell area after synthesis
• 59 — number of distinct library cell variants in the gate-level netlist after synthesis
• sky130_fd_sc_hd__edfxtp_1 — cell accounting for the most synthesized area
• sky130_fd_sc_hd__nor2_1 (561), sky130_fd_sc_hd__edfxtp_1 (522), sky130_fd_sc_hd__o21ai_0 (262) — top post-synthesis cells by count
• 2025 — Post-Synthesis Cells
• 0.5232% — fraction of synthesized cell area in xor and xnor cells
• 63.30% — share of synthesized area occupied by flip-flops and latches
• sky130_fd_sc_hd__edfxtp_1 (62%), sky130_fd_sc_hd__mux4_2 (11%), sky130_fd_sc_hd__nor2_1 (8.4%) — cells taking the most area after synthesis
• 533 — flip-flop and latch count after synthesis
• 0.02511 sq mm — YS chip area
• 7.559% — Post-Synth AOI/OAI Area
• 12.40 sq um — syn_area_per_cell
• 62.43% — area share of the leading cell type in the synthesized netlist
• 12.07% — area fraction in and, or, nand and nor cells
• 3 — number of warnings issued by yosys
• 0.3986% — post-synthesis adder-cell area fraction
• multiplexers — Dominant combinational family
• 2025 — post-synthesis cell count from yosys
• sky130_fd_sc_hd__nor2_1 — most common cell in the synthesized netlist

Status
• stopped before the end — result of the run
• [ERROR RSZ-0074] Failed to build tree from global routes for pin 'GPIO_1[9]' and net 'GPIO_1[9]' at grid (3450, 106950): found route to 3 pins, expected 2 — First Error
• 5_1_grt — last stage reached

Timing
• 20 — register pins left without a clock
• 90 — count of endpoints without a timing constraint

Placed design
• 36170 um — Post-DP HPWL
• 1 — number of buffers added on ports
• 0.02550 sq mm — placement-stage cell area
• 0.8699 — weighted congestion at the end of routability-driven global placement

Floorplan
• 226.1 um — width of the die
• 81 — number of rows in the core area
• 75 — total I/O pin count
• 50.98% — Core Density at Floorplan
• 226.1 um — Die H

Global route
• 175 — largest net degree at the start of global routing

==> logic make-up after synthesis <==
logic type      after synthesis
compound gates              340
xor+xnor                     15
fa+ha+maj                     8
buf+inv                     227
flops                       533
mux                         149
simple gates                753
==> repair_timing <==
item                                   4_1_cts
setup endpoints to repair                    8
pin swaps                                    6
cloned                                       0
setup buffers                                1
endpoints found under the hold margin        0
gates resized                               10
==> per-stage QoR <==
step | worst slack, ns | std cells | utilization (%)
2_1_floorplan | 0.6701 | 2025 | -
3_3_place_gp | 0.1365 | 2515 | 51.77
3_5_place_dp | 0.1253 | 2515 | 51.77
4_1_cts | -0.3563 | 2614 | 55.19
